### flow/run.sh
#!/bin/bash
# OpenROAD 26Q1-2900-gdf79404cd8, Yosys 0.63+post, stock flow scripts
make -C /OpenROAD-flow-scripts/flow DESIGN_CONFIG=/design/flow/config.mk WORK_HOME=/design/flow/orfs finish
### flow/config.mk
export PLATFORM = sky130hd
export DESIGN_NAME = Mux8
export DESIGN_NICKNAME = Mux8
export VERILOG_FILES = /design/flow/design.v
export SDC_FILE = /design/flow/constraint.sdc
export NUM_CORES = 4
export LEC_CHECK = 1
export CORE_AREA = 10 10 228 228
export DIE_AREA = 0 0 238 238
### flow/constraint.sdc
current_design Mux8

set clk_period 8.6
set clk_io_pct 0.2

create_clock -name clk0 -period $clk_period

set non_clock_inputs [all_inputs -no_clocks]
set_input_delay [expr $clk_period * $clk_io_pct] -clock clk0 $non_clock_inputs
set_output_delay [expr $clk_period * $clk_io_pct] -clock clk0 [all_outputs]
### flow/design.v
module Mux8 #(
    parameter BUS_BITS = 64
) (
    input [BUS_BITS-1:0] in1,
    input [BUS_BITS-1:0] in2,
    input [BUS_BITS-1:0] in3,
    input [BUS_BITS-1:0] in4,
    input [BUS_BITS-1:0] in5,
    input [BUS_BITS-1:0] in6,
    input [BUS_BITS-1:0] in7,
    input [BUS_BITS-1:0] in8,
    input [2:0] sel,
    output reg [BUS_BITS-1:0] out
);
  always @* begin
    case (sel)
      0: out <= in1;
      1: out <= in2;
      2: out <= in3;
      3: out <= in4;
      4: out <= in5;
      5: out <= in6;
      6: out <= in7;
      7: out <= in8;
    endcase
  end
endmodule
==> metrics.yaml <==
outcome: "finished, final reports clean"
place_ws_ps: 1960
avgSynthCellArea_um2: 7.20
warnings: 32
worst_pin_slew_ps: 814
critical_path.max_fanout: 74
synth_top_area_share_pct: 17.8
dp_hpwl_mm: 30.5
setup_slack_ps: 1990
io_pins: 579
netlist_top_cells_area: "a22oi_1 18%, mux2_2 13%, a21bo_2 11%"
ys_sh_aoi_pct: 53.8
viasPerCell: 4.22
common_cells: "103 x a22oi_1, 59 x nand2b_1, 52 x mux2_2, 52 x nor2_1, 51 x a31oi_1"
ys_sh_xor_pct: 0
start_kind: "primary input"
seq_area_um2: 0
fin_setup_tns_ps: 0
ctsResizeCount: 0
slew_violations: 0
insertedDiodeCount: 0
slowest_stage: "and3b_2"
grt_pass1_wl_mm: 52.0
irDropWorstVdd_mv: 0.0207
power_density_nw_per_um2: 49.7
most_common_cell: "a22oi_1"
grt_max_degree: 75
drive_gt1_share_pct: 11.2
wl_mm: 37.0
grt_pass1_vias: 7971
io_buffer_count: 579
path_cells: "buf_6 > and3b_2 > buf_4 > a22oi_1 > a31oi_1 > clkdlybuf4s50_1"
logic_family: "AND-OR/OR-AND gates"
synth_warnings: 1
remaining_drc_errors: 0
antenna_left: 0
period_used_pct: 76.8
ys_cells: 605
nClkBuffers: 0
min_period_ps: 6610
post-cts-setup-buffers: 0
dr.pass1.iters: 4
ys_types: 31
gp_congestion: 0.912
vias: 7284
syn_area_um2: 4350
setup_viol: 0
synth_adder_area_share_pct: 0
synthCells: 605
grt_overflow: 0
slew_headroom_pct: 45.6
die_w_um: 238
yosys.area_share.simple_pct: 16.3
rsz0062_at_grt: "false"
grt_antenna_before_repair: 2
rows: 79
hold_path.class: "in -> out"
fp_util_pct: 9.31
area_growth_pct: 144
drv_cap: 0
end_kind: "primary output"
critical-path-max-stage-delay_ps: 710
required_ps: 6880
final_hold_viol_count: 0
core-area_um2: 46800
n_fill_cell: 5097
ys_sh_mux_pct: 19.1
ff_count: 0
wl_per_cell_um: 21.4
yosys.area.top_type: "a22oi_1"
max_freq_mhz: 151
chip_area_um2: 56600
gr-usage-all-layers_pct: 12.1
ys_seq_share_pct: 0
worstPathArrival_ps: 4890
p_leak_nw: 3.69
critPathKind: "in -> out"
postCtsHoldBufs: 0
yosys_area_um2: 4350
drt_iter0_drc: 360
die_h_um: 238
-- path summary, 6_finish.rpt --
path	depth (start not counted)	slack (ps)	startpoint	endpoint
setup / recovery	6	1990	sel[1]	out[9]
hold / removal	4	4360	sel[0]	out[36]
-- stage by stage --
| step | util, % | cell area [µm²] | power, mW | hold WS [ps] | cells |
|---|---|---|---|---|---|
| final | 22.7 | 10600 | 0.528 | 4360 | 1727 |
| after global routing | 22.7 | 10600 | 0.564 | 4410 | 1727 |
| after CTS | 22.7 | 10600 | 0.533 | 4370 | 1727 |
| after detailed placement | 22.7 | 10600 | 0.529 | 4370 | 1727 |
| after global placement | 22.7 | 10600 | 0.528 | 4360 | 1727 |
| after floorplan | - | 4350 | 0.163 | 3520 | 605 |
-- kinds of logic (layout without fill, tap and decap cells) --
family          Yosys count  count (layout)
compound gates          297             297
buf+inv                  96             611
mux                      74              74
simple gates            138             138
-- critical path, delay by kind of cell --
| family | cells | cell delay [ps] |
|---|---|---|
| buffers and inverters | 3 | 1640 |
| AOI/OAI and AO/OA | 2 | 740 |
| and+or+nand+nor | 1 | 710 |
-- placed cells by master, fill, tap and decap left out --
cell type          n
o32ai_1            8
a2bb2oi_1          1
a22oi_1          103
mux4_2             2
a21bo_2           50
or2b_1             3
nand2b_1          59
a221oi_1          11
o22a_1             3
inv_1             19
nor2_1            52
o32a_1             8
and3b_2            2
nand2_1           16
and2_1             1
o211ai_1          50
nor2_4             2
clkdlybuf4s50_1  576
buf_4             15
mux2i_1           20
a21oi_1            1
o2bb2ai_1          8
or3_2              1
nor2b_1            1
a31oi_1           51
o22ai_1            3
and4b_1            1
buf_6              1
mux2_2            52
-- cell type report --
cell class         count  area (µm²)  share of cell area (%)
repair buffers       592        5890                    55.5
multi-input cells    509        3890                    36.7
well taps            607         759                    7.16
inverters             19        71.3                   0.672
-- per-layer routing --
layer / vias up / global-route usage (%) / wire length, µm
met3: 35 / 3.91 / 3750
met1: 3410 / 14.5 / 14800
met5: - / 0 / 13
met2: 428 / 21.1 / 17700
li1: 3409 / - / -
met4: 2 / 1.98 / 631
-- power breakdown --
group,switching [mW],internal [mW]
combinational,0.170,0.358
sequential,0,0
clock,0,0
total,0.170,0.358
No activity file was given, so power comes from the tool's default toggle rates.
